$ cat design/flow/constraint.sdc
current_design sigmoidfn

set clk_period 1.0
set clk_io_pct 0.2

create_clock -name clk0 -period $clk_period [get_ports {clk}]

set non_clock_inputs [all_inputs -no_clocks]
set_input_delay [expr $clk_period * $clk_io_pct] -clock clk0 $non_clock_inputs
set_output_delay [expr $clk_period * $clk_io_pct] -clock clk0 [all_outputs]
$ cat design/flow/config.mk
export PLATFORM = sky130hd
export DESIGN_NAME = sigmoidfn
export DESIGN_NICKNAME = sigmoidfn
export VERILOG_FILES = /design/flow/design.v
export SDC_FILE = /design/flow/constraint.sdc
export NUM_CORES = 4
export LEC_CHECK = 1
export CORE_AREA = 10 10 89 89
export DIE_AREA = 0 0 99 99
$ cat design/flow/design.v
`timescale 1ns/100ps 
module sigmoidfn(
  input clk,cs_s,rst,
  input [15:0] y,
  output reg [15:0] Out,
  output reg rdy_s 
);
  reg [1:0] state;
  reg [15:0] x,out,a,b,c;
  reg z=0;
always@(posedge clk)
    begin
      if(rst)
        state=0;
      else
        begin
          case(state)
            0:begin
              if(cs_s)
                    state=1;
                else 
                    state=0;
              end
            1:state=2;		 
            2:state=3;
            3:begin
                if(rdy_s)
                  state=0;
                else
                  state=3;
              end
          endcase
        end
    end
always@(state)
begin
    case(state)
        0:rdy_s=1;
        1:rdy_s=0;
        2:begin
        	rdy_s=1;           
            a=16'd0;
            b=16'd0;
            c=16'd0;
            case(y[15])
              1:begin
                      z=1;
                      x={1'b0,y[14:0]};
              end
              0:begin
                      z=0;
                      x={y[15:0]}; 
              end
        	endcase
            if(x>=16'b0101000000000000)
             begin
                    out=16'b0001000000000000;
             end
            else if(x>=16'b0010011000000000 && x<16'b0101000000000000)
             begin
                    a=x>>5;
                    out=((a)+ (16'b0000110110000000));
             end
            else if(x>=16'b0001000000000000 && x<16'b0010011000000000)
             begin
                    b=x>>3;
                    out=(b) + 16'b0000101000000000;
             end
            else if(x>=16'b0 && x<16'b0010000000000000)
             begin
                    c=x>>2;
                    out=(c) + 16'b0000100000000000;
             end
            else
             begin
              		out=16'bx;
             end
          case(z)
            1:begin
                out=(~out)+1'b1;
                out=16'b0001000000000000+out;
              end
            0:begin
                out=out;
              end
          endcase  
         end
      3:begin
          case(z)
            1:begin
                Out=out;
              end
            0:begin
                Out=out;
              end
          endcase
        rdy_s=0;
      end
    endcase
end
endmodule
$ cat design/flow/run.sh
#!/bin/bash
# OpenROAD 26Q1-2900-gdf79404cd8, Yosys 0.63+post, stock flow scripts
make -C /OpenROAD-flow-scripts/flow DESIGN_CONFIG=/design/flow/config.mk WORK_HOME=/design/flow/orfs finish
==> qor.yml <==
lay_top_cells: "clkdlybuf4s50_1, dlxtn_1, inv_1"
post-route-util_pct: 34.2
crit_cells: 2
crit_path_start_kind: "flip-flop"
routed_wl_um: 3480
postCtsSetupRepairBufs: 0
vias_per_cell: 4.70
drive_gt1_share_pct: 11.8
hold_buffers: 0
dieHeight_um: 99
cts.htree.levels: 1
yosysUniqueCellTypes: 48
relSlewSlack_pct: 47.4
edf_count: 0
grt_pass1_vias: 1292
use_met3_pct: 1.76
logic_area_um2: 943
route.vias.total: 1348
top_cell_area_share_pct: 30.0
numCtsBuffers: 3
busiest_layer: "met2"
cpPeakStageDelay_ns: 0.30
cp_data_arrival_time_ns: 0.70
core_area_um2: 5990
crit_path_top_delay_cell: "dfxtp_2"
insertion_delay_ns: 0.21
io_buffers: 35
synth.avg_cell_area_um2: 9.05
reg2reg_slack_ns: 0.30
nFillCells: 605
grtUsageMet1_pct: 9.34
layout_top_cell: "clkdlybuf4s50_1"
maxCapViolCount: 0
end_kind: "primary output"
drt_iter0_markers: 119
unclocked_pins: 32
die-area_um2: 9800
drv_slew: 0
critPathLaunch: "state[3]$_DFF_P_"
syn_to_final_growth_pct: 28.0
path_delay_family: "flip-flops"
crit_path_cell_trace: "nor2_1 -> clkbuf_2"
ff_type: "dlxtn_1"
synth_area_um2: 1600
required_ns: 0.80
dpl.hpwl_um: 2950
gp_congestion: 0.893
crit_type: "flip-flop to primary output"
dr.pass1.iters: 4
rsz0062_at_grt: "false"
layout.area.seq_um2: 563
p_per_area_nw_per_um2: 757
fin_crit_sh_pct: 90.0
cts.clk_slew.worst_paths_ns: 0.03
hold_start: "state[0]$_DFF_P_"
untimed_endpoints: 48
synthArstFlopShare_pct: 0
yosys_warnings: 1
grt_overflow: 0
fmax_ghz: 1.11
r2r_cells: 3
cts_tree: "yes"
path_buffers: 1
p_leak_nw: 0.861
io_pins: 36
clockBufferDepth: 2
max_slew.worst_pin.slew_ns: 0.789
synth_cells: 177
wl_per_cell_um: 12.1
ir_worst_vdd_mv: 0.349
cts_root_buffer: "clkbuf_8"
finalSetupViolations: 0
num_antenna_cells: 0
ant_nets: 0
final-hold-violation-count: 0
post-route-drc-count: 0
grt_pass1_wl_um: 6090
synthTopCellsByArea: "dlxtn_1, ha_1, dfxtp_1, xnor2_1, mux2_2"
fp_util_pct: 26.7
grt_usage_pct: 6.96
row_count: 28
crit_fanout: 2
yosys_cells: 177
whs_path_depth: 2
timing.rr.start: "state[3]$_DFF_P_"
met2_usage_pct: 11.4
openroad.warnings: 32
yosys_area_um2: 1600
grt_max_degree: 17
hold_class: "flip-flop to flip-flop"
outcome: "finished clean"
fin_setup_tns_ns: 0
grt_antenna_before_repair: 0
fp.dieW_um: 99
yosysTopAreaCell: "dlxtn_1"
fin_skew_ns: 0.00233
ys_seq_elements: 36
layout_min_cycle_time_ns: 0.900
worst register-to-register path, stage by stage, from the launching register on:
cell and delay [ns]:
dfxtp_2 0.30, buf_4 0.12, nor2_1 0.11, nor2_1 0.05
report_power, final:
part | switching [mW] | internal, mW | leakage, nW
clock network | 0.0754 | 0.256 | 0.0216
registers | 0.0344 | 0.422 | 0.291
logic | 0.378 | 0.386 | 0.548
area by class of cell:
class | count | share of cell area, %
clock buffer | 3 | 2.01
inverter | 13 | 2.38
multi-input combinational | 123 | 46.0
sequential | 36 | 27.5
tap | 75 | 4.58
timing repair buffer | 37 | 17.6
per-stage QoR:
| step | instances | hold WS (ns) | area (µm²) | power [mW] | worst slack [ns] |
|---|---|---|---|---|---|
| global placement | 284 | 0.440 | 2010 | 1.23 | -0.0557 |
| floorplan | 177 | 0.272 | 1600 | 0.917 | 0.427 |
| finish | 287 | 0.464 | 2050 | 1.55 | 0.0997 |
| CTS | 287 | 0.467 | 2060 | 1.57 | 0.00976 |
| detailed placement | 284 | 0.461 | 2010 | 1.23 | -0.0484 |
| global route | 287 | 0.485 | 2050 | 1.70 | 0.0226 |
final timing paths:
| check | to |
|---|---|
| hold reg to reg | state[2]$_DFF_P_ |
| hold / removal | state[2]$_DFF_P_ |
| setup reg to reg | state[3]$_DFF_P_ |
| setup / recovery | rdy_s |
flip-flops by register name, indices dropped and copies added (netlist names):
signal	cells
Out	16
out	16
state	4
what timing repair did:
item	CTS	global route
resized	4	1
endpoints found under the setup margin	1	1
pin swaps	0	1
Yosys cell counts (4+ instances only):
cell type  number
dlxtn_1        32
inv_1          13
nand2_1        12
ha_1           11
nor2_1          9
nand3_1         8
xnor2_1         8
o21ai_0         7
mux2_2          5
nand4_1         5
o221ai_1        5
xor2_1          5
a21oi_1         4
dfxtp_1         4
o21a_1          4
metal layers:
metal  wire, µm  part of all wire (%)
met1       1550                    45
met3        241                   6.9
met5          0                     0
met4         17                  0.49
met2       1670                    48
cell families after synthesis:
kind of cell,count (synthesis),share of synthesized area (%)
compound gates,43,21.4
flops,4,5.00
buf+inv,18,6.09
simple gates,50,17.7
latches,32,30.0
xor+xnor,13,7.11
fa+ha+maj,11,8.59
mux,6,4.14
Power is estimated from default activity; no workload was simulated.
