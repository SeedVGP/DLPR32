==> flow/config.mk <==
export PLATFORM = sky130hd
export DESIGN_NAME = shift
export DESIGN_NICKNAME = shift
export VERILOG_FILES = /design/flow/design.v
export SDC_FILE = /design/flow/constraint.sdc
export NUM_CORES = 4
export LEC_CHECK = 1
export CORE_UTILIZATION = 50
==> flow/design.v <==
`timescale 1ns/1ps 
module shift(
  input [31:0]  op1,op2,
  input clk,
  input     cs_shift,
  input [3:0]   dec_val,
  output  reg [31:0] rslt3
);
  always@(posedge clk)
    begin
      if(cs_shift)
        case(dec_val)
          2:rslt3=op1<<op2; 
          3:rslt3=(op1<op2)?32'd1:32'd0;
          4:rslt3=(op1<op2)?32'd1:32'd0;
          7:rslt3=op1>>op2; 
          8:rslt3=op1>>>op2;
        endcase
    end
endmodule
==> flow/constraint.sdc <==
current_design shift

set clk_period 7.2
set clk_io_pct 0.2

create_clock -name clk0 -period $clk_period [get_ports {clk}]

set non_clock_inputs [all_inputs -no_clocks]
set_input_delay [expr $clk_period * $clk_io_pct] -clock clk0 $non_clock_inputs
set_output_delay [expr $clk_period * $clk_io_pct] -clock clk0 [all_outputs]
==> flow/run.sh <==
#!/bin/bash
# OpenROAD 26Q1-2900-gdf79404cd8, Yosys 0.63+post, stock flow scripts
make -C /OpenROAD-flow-scripts/flow DESIGN_CONFIG=/design/flow/config.mk WORK_HOME=/design/flow/orfs finish
==> run notes <==
Flow results follow.

The first-pass GRT wire length is around 32 mm. The worst slew slack as a fraction of its limit is approximately a third. The most frequent cell after synthesis is nor2_1. The routed length on met2 is ~9.4 mm. The core utilization at floorplan is a little over half.

The top cell type by area accounts for a little under a fifth of the synthesized area. Among all stages on the critical path, the maximum delay recorded is 0.63 ns. The CTS buffer count is 5. The routed layout has between 5000 and 6000 vias.

The synthesized area per cell is 9.30 um2. The element type at the critical path start is a primary input. Using the TritonRoute via totals, the vias-per-cell ratio works out to around 7.0. Per the placement report, the placed cell count is 819.

On the final layout, the worst hold slack is approximately 2.0 ns. The timing report notes that buffer and inverter cells on the critical path total 3. The final-report hold violation count is 0.

The transition time at the pin with the least slew margin is roughly 0.97 ns. The count of buffers added by post-CTS timing repair for setup is 0. The cell count in the Yosys report is slightly above 600. Setup repair after global routing left no endpoint under its margin. The highest clock rate this design can be run at is roughly 0.24 GHz. The stage logs contain a warning count of 26. The die is around 110 um tall.

Per the gpl log, the routability congestion estimate is around 1.1. Post-CTS repair changed the size of 0 cells. The required time of the worst setup path is 7.29 ns. The biggest fanout along the worst timing path is 28.

The run finished with clean final reports. The synthesis run shows the most used standard cells to be 84 x nor2_1, 51 x mux2i_1, 46 x mux4_2. The final critical path takes up between 50% and 60% of the cycle. The type of element capturing the critical path is a flip-flop. By area the synthesized netlist is led by mux4_2 18%, edfxtp_1 17%, mux2i_1 8.9%, ha_1 6.8%, mux4_1 6.0%. The number of global-route vias before repair was 5515. The pre-CTS setup check shows a worst slack of between 2 and 3 ns. The number of warnings printed during yosys synthesis is 1. The number of antenna repair diodes is 0. The clock-pin slew reported for the worst setup and hold paths after clock tree synthesis is approximately 0.060 ns.

TritonCTS built the clock tree. The final max-slew violation count recorded for this run is 0. For this design the ratio of total power to cell area is roughly 120 nW/um2. In this run the power spent charging and discharging nets is between 200 and 300 uW. The synthesized instance count is roughly 620. The routed wire length is ~21 mm.

The number of antenna violations at the first check in global routing is 0. The library cell used as clock root buffer is clkbuf_16. The number of placement rows is 38.

The largest voltage drop on the vdd net is around 0.11 mV. Entering global routing, the biggest net connects 67 pins. Summed over all failing endpoints, the final setup total negative slack is 0 ns. The number of search-and-repair iterations in the first detailed-routing pass is 5.

The final cell count without fillers is roughly 830. The top cell family by delay on the critical path is buffers and inverters. The arrival time of the worst setup path is about 4.3 ns. For this design the top-level I/O count stands at between 100 and 150. The fraction of power spent switching nets is a little over a third. Per the detail_route report, DRC violations left total 0. In the setup report, the worst path falls into the class in -> reg.

The register with the most flip-flops in the layout has 32 of them. The total cell area reported by yosys after synthesis is around 5700 um2. The completed layout was analyzed and its total power is 850 uW. Of the total power, registers draw 25.6%. The number of hold-repair buffers added at the cts stage is 0. Traced cell by cell, the critical path runs through clkdlybuf4s50_1 > buf_4 > clkinv_1 > ha_1 > a2111oi_0 > a31oi_1 > o211a_1 > o32ai_1. The fraction of layout cells with a size suffix above 1 is approximately an eighth. The netlist uses approximately 60 different library cells.

The final routed wire length divided by cell count is around 26 um. The area of the placeable core is between 10000 and 15000 um2. The internal portion of the total power is 552 uW.

The fraction of synthesis flops using an asynchronous set or reset pin is 0%. The total setup violations reported at the end of the flow is 0. Looking at the clock tree report, the H-tree level count equals 2.

The static leakage power is 0.00262 uW. The post-synthesis to final-layout area growth is 19.5%. In the per-layer breakdown of the detailed-route log, met1 shows between 7 and 8 mm. The TritonCTS sink count is 32. The post-synth register bit count is 32.

The synthesized design spends more area on one cell type than any other, namely mux4_2. For this block, the initial DRC count from the detailed router was roughly 530. The number of nets with antenna violations after detailed routing is 0.

Detailed routing placed a total of around 2.9 mm of wire on met3. The horizontal die dimension is 109 um. The total grt overflow is 0. In this run, synthesis inferred 32 flip-flops with an integrated enable. In this run the maximum-capacitance check reported violations numbering 0.

The flow reports that the clock network draws between 20 and 30% of the design power. The worst hold path class is in -> reg. The number of I/O port buffers is approximately 100.

Across all setup checks in the final design, the least slack found is ~3.0 ns. For this run, the total global-route usage over all layers was measured as just under 40%. The half-perimeter wire length of the detailed placement result is around 16 mm.

The clock passes through at most 2 buffers. The share of the Yosys chip area taken by registers is approximately 17%. For the finished layout, the period the worst path requires is around 4.2 ns. Per the detail_route log, the uppermost layer with routed signals is met4.

The mapped netlist covers 5720 um2. The commonest register cell is edfxtp_1. According to the floorplan report, the total die area is around 12000 um2. The flow reports that combinational logic draws between 40% and 50% of the design power. The highest-delay cell along the critical path is clkinv_1.
[path summary, 6_finish.rpt]
check,startpoint,endpoint,slack [ns],depth (start not counted)
setup / recovery,op2[4],rslt3[0],2.98,8
hold / removal,op2[0],rslt3[31],2.00,4
[cells in the final DEF, fill, tap and decap left out, drive strengths merged, types with 4 or more instances in the layout]
cell / netlist / final
a211oi: 8 / 8
a21o: 12 / 12
a21oi: 34 / 34
a22o: 5 / 5
a31oi: 5 / 5
and3: 4 / 4
buf: 26 / 16
clkbuf: 23 / 6
clkdlybuf4s50: 0 / 97
edfxtp: 32 / 32
ha: 31 / 31
inv: 31 / 31
mux2: 12 / 12
mux2i: 51 / 51
mux4: 59 / 59
nand2: 36 / 36
nand2b: 7 / 7
nand3: 13 / 13
nand4: 9 / 9
nor2: 84 / 84
nor2b: 7 / 7
nor3: 15 / 15
nor4: 10 / 10
o211ai: 4 / 4
o21ai: 33 / 33
o221ai: 5 / 5
o22ai: 10 / 10
o32ai: 4 / 4
or3: 6 / 6
[stage by stage]
stage               instance area [um2]  util [%]
floorplan                          5720         -
CTS                                6830      62.2
global placement                   6670      60.7
finish                             6830      62.2
global route                       6830      62.2
detailed placement                 6670      60.7
[area by class of cell]
cell class | instances | area (um2)
multi-input combinational | 501 | 4320
fill | 883 | 4150
timing repair buffer | 113 | 1080
sequential | 32 | 961
tap | 140 | 175
clock buffer | 6 | 129
inverter | 33 | 124
clock inverter | 2 | 35.0
[layer usage]
layer,GRT usage (%),vias up
met4,12.6,0
met1,54.5,2719
met3,15.4,76
li1,-,2560
met2,57.1,460
met5,0,-
[cells by family (layout without fill, tap and decap cells)]
family	Yosys count	in the layout	share of synthesized area [%]
XOR/XNOR	1	1	0.153
adder cells (fa/ha/maj)	31	31	6.78
AND-OR/OR-AND	147	147	16.9
multiplexers	122	122	35.4
AND/OR/NAND/NOR	200	200	16.4
flip-flops	32	32	16.8
buffers and inverters	82	154	7.57
[power by group through the flow]
stage | combinational [uW] | sequential, uW | clock [uW]
final | 387 | 217 | 246
after global routing | 412 | 218 | 258
after CTS | 378 | 218 | 246
No activity file was given, so power comes from the tool's default toggle rates.
