$ cat design/flow/run.sh
#!/bin/bash
# OpenROAD 26Q1-2900-gdf79404cd8, Yosys 0.63+post, stock flow scripts
make -C /OpenROAD-flow-scripts/flow DESIGN_CONFIG=/design/flow/config.mk WORK_HOME=/design/flow/orfs finish
$ cat design/flow/config.mk
export PLATFORM = sky130hd
export DESIGN_NAME = decoder
export DESIGN_NICKNAME = decoder
export VERILOG_FILES = /design/flow/design.v
export SDC_FILE = /design/flow/constraint.sdc
export NUM_CORES = 4
export LEC_CHECK = 1
export CORE_AREA = 10 10 80 80
export DIE_AREA = 0 0 90 90
$ cat design/flow/constraint.sdc
current_design decoder

set clk_period 3.1
set clk_io_pct 0.2

create_clock -name clk0 -period $clk_period [get_ports {clk}]

set non_clock_inputs [all_inputs -no_clocks]
set_input_delay [expr $clk_period * $clk_io_pct] -clock clk0 $non_clock_inputs
set_output_delay [expr $clk_period * $clk_io_pct] -clock clk0 [all_outputs]
$ cat design/flow/design.v
`timescale 1ns/1ps 
module decoder(
  input       clk,rst,cs_decoder,
  input [31:0]    pc_out,
    output reg [3:0]  dec_output,
    output reg    rdy_decoder,
    output reg    cs_d_to_e,
    output reg [1:0]  sel,
    output reg [4:0]  rs1,rs2,rd
  );
reg[31:0] PC;
reg [15:0] state;
always@(posedge clk)
begin
  if(rst)
    begin
      state=16'd0;
      PC=32'd0;
      dec_output=4'd0;
      rdy_decoder=1;
      sel=2'bz;
      rs1=5'b0;rs2=5'b0;rd=5'b0;
    end
  else
    begin
    case(state)
        0:begin
            if(cs_decoder)
                state=1;
            else
                state=0;
        end
        1:begin
    		PC=pc_out;
             if(PC[6:0]==7'b0110011)
                state=15;
        end
      15:state=2;
        2:begin
             case(PC[14:12])
                0:state=3;
                1:state=4;
                2:state=5;
                3:state=6;
                4:state=7;
                5:state=8;
                6:state=13;
                7:state=14; 
            endcase
        end
        3:begin
            if(PC[31:25]==7'b0000000)
                state=9;
            else if(PC[31:25]==7'b0100000)
                    state=10;
        end
        4:begin
    state=(rdy_decoder)?0:4;
        end
        5:begin
    state=(rdy_decoder)?0:5;
        end
        6:begin
    state=(rdy_decoder)?0:6;
        end
        7:begin
    state=(rdy_decoder)?0:7;
        end
        8:begin
           if(pc_out[31:25]==7'b0000000)
                state=11;
            else if(pc_out[31:25]==7'b0100000)
                    state=12;
        end
        9:begin
    state=(rdy_decoder)?0:9;
        end
        10:begin
    state=(rdy_decoder)?0:10;
        end
        11:begin
    state=(rdy_decoder)?0:11;
        end
        12:begin
    state=(rdy_decoder)?0:12;
        end
        13:begin
    state=(rdy_decoder)?0:13;
        end
        14:begin
    state=(rdy_decoder)?0:14;
        end
    endcase
    end
end
always@(state)
begin
    case(state)
    0:begin
    rdy_decoder=1;
       cs_d_to_e=0;
    end
    1:begin
    rdy_decoder=0;
    end
        9:begin dec_output=4'b0000; rdy_decoder=1; cs_d_to_e=1; sel=0;end  
    10:begin dec_output=4'b0001; rdy_decoder=1; cs_d_to_e=1;  sel=0; end 
    4:begin dec_output=4'b0010; rdy_decoder=1; cs_d_to_e=1;sel=2;end 
    5:begin dec_output=4'b0011; rdy_decoder=1; cs_d_to_e=1;sel=2;end 
    6:begin dec_output=4'b0100; rdy_decoder=1; cs_d_to_e=1; sel=2; end 
    7:begin dec_output=4'b0101; rdy_decoder=1; cs_d_to_e=1;sel=1; end 
    11:begin dec_output=4'b0110; rdy_decoder=1;  cs_d_to_e=1;sel=2;end 
    12:begin dec_output=4'b0111; rdy_decoder=1; cs_d_to_e=1;sel=2;end 
    13:begin dec_output=4'b1000; rdy_decoder=1;  cs_d_to_e=1;sel=1;end 
    14:begin dec_output=4'b1001; rdy_decoder=1; cs_d_to_e=1;sel=1;end 
      15:begin rs2=PC[24:20]; rs1=PC[19:15]; rd=PC[11:7]; end
    endcase
end
endmodule
==> flow_metrics.env <==
# flow metrics
export IMPL_status="finished, final reports clean"
export IMPL_ios=58
export IMPL_ys_ff=19
export IMPL_cts_buffer_depth=2
export IMPL_unconstrained_endpoints=2
export IMPL_start_kind="flip-flop"
export IMPL_final_area_mm2=0.00137
export IMPL_gr_total_overflow=0
export IMPL_max_cap_violations=0
export IMPL_hold_end="PC[31]"
export IMPL_slew_viol_final=0
export IMPL_yosys_warnings=46
export IMPL_ys_cells=139
export IMPL_cts_setup_buffers=0
export IMPL_warning_count=41
export IMPL_die_w_um=90
export IMPL_drc_errors=0
export IMPL_synth_simple_area_share=0.241
export IMPL_ys_area_mm2=0.00115
export IMPL_p_leak_uw=0.000503
export IMPL_worst_setup_path_end_kind="flip-flop"
export IMPL_synthArstFlopShare=0
export IMPL_dpl_cell_area_mm2=0.00131
export IMPL_hold_path_startpoint="PC[31]"
export IMPL_synth_main_ff_cell="dfxtp_1"
export IMPL_synth_cells=139
export IMPL_clk_pin_slew_ps=70
export IMPL_syn_area_mm2=0.00115
export IMPL_cts_resized=0
export IMPL_antenna_found_initial=0
export IMPL_first_iter_violations=118
export IMPL_vdd_drop_max_mv=0.289
export IMPL_chipArea_mm2=0.00810
export IMPL_grtUsageTotal=0.0596
export IMPL_r2r_slack_ps=1140
export IMPL_unclocked_regs=1
export IMPL_via_count=924
export IMPL_cts_tree="built"
export IMPL_grt_pass1_wl_mm=4.23
export IMPL_antenna_cells_inserted=0
export IMPL_edf_count=0
export IMPL_adder_share=0.0218
export IMPL_grt_max_degree=18
export IMPL_cts_hold_buf=0
export IMPL_hold_viol_final=0
export IMPL_period_needed_ps=1960
export IMPL_worstPathArrival_ps=2100
export IMPL_core_area_mm2=0.00472
export IMPL_synthXorXnorAreaFrac=0
export IMPL_holdWs_ps=462
export IMPL_fp_util=0.243
export IMPL_cts_buffers_inserted=3
export IMPL_h_tree_depth=1
export IMPL_drive_gt1_frac=0.0974
export IMPL_area_growth_pct=19.2
export IMPL_crit_start="state[0]"
export IMPL_portBuffers=20
export IMPL_crit_type="reg2reg"
export IMPL_ff2ff_path_depth=6
export IMPL_relSlewSlack=0.577
export IMPL_vias_per_cell=4.18
export IMPL_compound_area_frac=0.192
export IMPL_chipHeight_um=90
export IMPL_first_pass_iters=4
export IMPL_ant_nets=0
export IMPL_wl_per_cell_um=11.3
export IMPL_clkLatencyLatePin_ps=250
export IMPL_grt_setup_unrepaired="false"
export IMPL_drt_total_wl_mm=2.51
export IMPL_clock_root_buffer="clkbuf_8"
export IMPL_fin_skew_ps=0.650
export IMPL_hpwlAfterDp_mm=1.97
export IMPL_fin_crit_sh=0.634
export IMPL_fmax_mhz=509
export IMPL_path_max_fanout=11
export IMPL_logic_family="simple AND/OR/NAND/NOR gates"
export IMPL_mux_area_frac=0.0174
export IMPL_p_per_area_mw_per_mm2=754
export IMPL_worst_slew_pin_slew_ps=632
export IMPL_finalPower_uw=1030
export IMPL_hold_depth=2
export IMPL_hp_class="reg2reg"
export IMPL_crit_required_ps=3240
export IMPL_rows=25
export IMPL_fin_setup_tns_ps=0
export IMPL_ys_types=41
export IMPL_setup_violations=0
export IMPL_grt_pass1_vias=910
export IMPL_setup_slack_ps=1140
export IMPL_r2r_start="state[0]"
export IMPL_syn_avg_cell_area_um2=8.25
export IMPL_gp_congestion=0.765
export IMPL_pre_cts_slack_ps=911
[cells in the final DEF, fill, tap and decap left out, drive strengths merged, types with 3 or more instances in the layout]
cell type      instances
a21oi                 17
clkbuf                 4
clkdlybuf4s50         20
conb                  22
dfxtp                 18
inv                    4
nand2                 22
nor2                   5
nor3                   3
[stage by stage]
step           cells   util
6_report         221  0.290
5_1_grt          221  0.290
4_1_cts          221  0.290
3_5_place_dp     217  0.278
3_3_place_gp     217  0.278
2_1_floorplan    159      -
[per-layer routing]
layer	track usage	vias to the layer above	wire, µm
li1	-	469	-
met1	0.0816	416	1150
met2	0.0920	35	1130
met3	0.0184	4	193
met4	0.00928	0	29
met5	0	-	0
[Yosys cell counts, types with 2 or more instances]
library cell,count,share of area
a21oi_1,17,0.074
a31oi_1,2,0.011
a32oi_1,2,0.015
buf_2,4,0.017
buf_4,22,0.14
clkbuf_1,3,0.0098
conb_1,2,0.0065
dfxtp_1,18,0.31
ha_1,2,0.022
inv_1,4,0.013
mux2i_1,2,0.017
nand2_1,22,0.072
nand3_1,2,0.0087
nand3b_1,2,0.013
nor2_1,5,0.016
nor2b_1,2,0.011
nor3_1,3,0.013
nor3b_1,2,0.013
[how the worst max path moves through the flow]
stage,endpoint,depth (start not counted)
after global routing,flip-flop,6
final,flip-flop,6
after CTS,flip-flop,6
[power breakdown]
group	total, µW	switching (µW)	internal (µW)
Sequential	414	98.2	316
Clock	191	78.1	113
Combinational	425	217	209
Total	1030	393	637
[worst max-delay path: stages (launching register included)]
cell,delay (ps)
dfxtp_1,520
or4b_1,690
nand2_1,170
a21oi_1,100
inv_1,120
ha_1,170
mux2i_1,70
[area by class of cell]
class,count,area [µm²]
multi-input combinational,106,631
tap,67,83.8
clock buffer,4,55.1
inverter,4,15.0
sequential,19,375
timing repair buffer,21,208
fill,515,3360
[logic make-up after synthesis]
| kind of cell | count (synthesis) |
|---|---|
| other | 2 |
| flip-flops | 18 |
| AND/OR/NAND/NOR | 50 |
| multiplexers | 2 |
| AND-OR/OR-AND | 30 |
| adder cells (fa/ha/maj) | 2 |
| buffers and inverters | 34 |
| latches | 1 |
